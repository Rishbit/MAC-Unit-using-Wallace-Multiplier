$ cat flow/config.mk
export PLATFORM = sky130hd
export DESIGN_NAME = accumulator
export DESIGN_NICKNAME = accumulator
export VERILOG_FILES = /design/flow/design.v
export SDC_FILE = /design/flow/constraint.sdc
export NUM_CORES = 4
export LEC_CHECK = 1
export CORE_AREA = 10 10 92 92
export DIE_AREA = 0 0 102 102
$ cat flow/constraint.sdc
current_design accumulator

set clk_period 1.0
set clk_io_pct 0.2

create_clock -name clk0 -period $clk_period [get_ports {clk}]

set non_clock_inputs [all_inputs -no_clocks]
set_input_delay [expr $clk_period * $clk_io_pct] -clock clk0 $non_clock_inputs
set_output_delay [expr $clk_period * $clk_io_pct] -clock clk0 [all_outputs]
$ cat flow/design.v
module accumulator (par_d_in, clk, clr, par_d_out);
	input  clk, clr;
	input  [33:0] par_d_in;
	output [33:0] par_d_out;
	d_flipflop D33 (par_d_in[33], clk, clr, par_d_out[33]);
	d_flipflop D32 (par_d_in[32], clk, clr, par_d_out[32]);
	d_flipflop D31 (par_d_in[31], clk, clr, par_d_out[31]);
	d_flipflop D30 (par_d_in[30], clk, clr, par_d_out[30]);
	d_flipflop D29 (par_d_in[29], clk, clr, par_d_out[29]);
	d_flipflop D28 (par_d_in[28], clk, clr, par_d_out[28]);
	d_flipflop D27 (par_d_in[27], clk, clr, par_d_out[27]);
	d_flipflop D26 (par_d_in[26], clk, clr, par_d_out[26]);
	d_flipflop D25 (par_d_in[25], clk, clr, par_d_out[25]);
	d_flipflop D24 (par_d_in[24], clk, clr, par_d_out[24]);
	d_flipflop D23 (par_d_in[23], clk, clr, par_d_out[23]);
	d_flipflop D22 (par_d_in[22], clk, clr, par_d_out[22]);
	d_flipflop D21 (par_d_in[21], clk, clr, par_d_out[21]);
	d_flipflop D20 (par_d_in[20], clk, clr, par_d_out[20]);
	d_flipflop D19 (par_d_in[19], clk, clr, par_d_out[19]);
	d_flipflop D18 (par_d_in[18], clk, clr, par_d_out[18]);
	d_flipflop D17 (par_d_in[17], clk, clr, par_d_out[17]);
	d_flipflop D16 (par_d_in[16], clk, clr, par_d_out[16]);
	d_flipflop D15 (par_d_in[15], clk, clr, par_d_out[15]);
	d_flipflop D14 (par_d_in[14], clk, clr, par_d_out[14]);
	d_flipflop D13 (par_d_in[13], clk, clr, par_d_out[13]);
	d_flipflop D12 (par_d_in[12], clk, clr, par_d_out[12]);
	d_flipflop D11 (par_d_in[11], clk, clr, par_d_out[11]);
	d_flipflop D10 (par_d_in[10], clk, clr, par_d_out[10]);
	d_flipflop D09 (par_d_in[9],  clk, clr,  par_d_out[9]);
	d_flipflop D08 (par_d_in[8],  clk, clr,  par_d_out[8]);
	d_flipflop D07 (par_d_in[7],  clk, clr,  par_d_out[7]);
	d_flipflop D06 (par_d_in[6],  clk, clr,  par_d_out[6]);
	d_flipflop D05 (par_d_in[5],  clk, clr,  par_d_out[5]);
	d_flipflop D04 (par_d_in[4],  clk, clr,  par_d_out[4]);
	d_flipflop D03 (par_d_in[3],  clk, clr,  par_d_out[3]);
	d_flipflop D02 (par_d_in[2],  clk, clr,  par_d_out[2]);
	d_flipflop D01 (par_d_in[1],  clk, clr,  par_d_out[1]);
	d_flipflop D00 (par_d_in[0],  clk, clr,  par_d_out[0]);
endmodule
module d_flipflop (d, clk, clr, q);
	input d, clk, clr;
	output reg q;
	always @(posedge clk)	begin
		if (clr == 1)
		begin
			q <= 0;
		end
		else
		begin
			q <= d;
		end
	end
endmodule
$ cat flow/run.sh
#!/bin/bash
# OpenROAD 26Q1-2900-gdf79404cd8, Yosys 0.63+post, stock flow scripts
make -C /OpenROAD-flow-scripts/flow DESIGN_CONFIG=/design/flow/config.mk WORK_HOME=/design/flow/orfs finish
==> results.tsv <==
metric	value	unit
CP Class	reg -> out	
floorplan core density	0.185	
Area Growth Syn to Fin	47.2	%
Yosys warnings	1	
vias per inst	3.16	
cycle use final	0.964	
Worst VDD drop	0.000673	V
Mean Syn Cell Area	11.4	µm²
Worst EP arrival	760	ps
tool warnings	25	
CP Buf/Inv Count	1	
static leakage	0.748	nW
Hold WC Path Type	in -> reg	
Clk pin slew, worst setup/hold paths	70	ps
first-pass GRT wire length	4090	µm
clk sinks	34	
Remaining DRCs	0	
largest net degree at the start of global routing	17	
endpoints failing setup	0	
Port Buffers	69	
fin crit period	964	ps
Reg area	697	µm²
cell area after placement	1750	µm²
cells along the critical path	clkdlybuf4s15_1	
final estimated routing congestion in global placement	0.611	
slowest stage delay, CP	310	ps
max_slew headroom	0.939	
Synth flops	34	
RSZ-0062 raised after global routing	false	
crit-path leading delay family	flip-flops	
hold buffer count at CTS	0	
final hold violation count	0	
global route overflow	0	
GRT Total Usage	0.0510	
WL/cell	11.9	µm
Die X-Extent	102	µm
logic area	223	µm²
HPWL Detailed	2250	µm
design area	1760	µm²
PD cells	1690	nW/µm²
share of layout cells above drive strength 1	0.349	
CTS tree	yes	
Top Ports	70	
Total Wirelength	2700	µm
critical path peak fanout	1	
postcts setup bufs	0	
Fmax	1040	MHz
fill count	682	
count of different cell masters after synthesis	5	
# Max-Cap Violations	0	
root buf cell	clkbuf_8	
overall power	2.97	mW
Synth Seq Share	0.571	
CP Launch Type	flip-flop	
Yosys Instances	105	
crit end category	output port	
Slew Viols, Final	0	
number of CTS-inserted buffers	5	
YS chip area	1190	µm²
Synth Cell Area	1190	µm²
row count	29	
initial antenna violation count	0	
drt first-iter violations	11	
CP max stage cell	dfxtp_1	
Final ANT Viol Nets	0	
vias in the first global route	762	
Worst-Margin Slew	91.7	ps
CTS max path bufs	2	
die height	102	µm
core area	6460	µm²
H-tree Lvls	2	
die area	10400	µm²
WP data required	800	ps
final core utilization	0.272	
routed vias	715	
Syn Inst Count	105	
DRT Pass-1 Iters	2	
run status	complete, no violations	
# diodes	0	
[cell families (layout without fill, tap and decap cells)]
group,Yosys count,after routing,synth area share
buf+inv,37,81,0.242
simple gates,34,34,0.187
flops,34,34,0.571
[final timing paths]
kind | startpoint | endpoint | slack (ps) | depth (start not counted)
max | D06.q$_SDFF_PP0_ | par_d_out[6] | 40 | 1
min | par_d_in[18] | D18.q$_SDFF_PP0_ | 460 | 2
[per-layer routing]
layer | wire length (µm) | share of wire | GRT usage | up-vias
li1 | - | - | - | 365
met1 | 1010 | 0.37 | 0.0555 | 304
met2 | 1180 | 0.44 | 0.0760 | 42
met3 | 488 | 0.18 | 0.0436 | 4
met4 | 25 | 0.0093 | 0.00759 | 0
met5 | 0 | 0 | 0 | -
[placed cells by master (no fill, tap or decap)]
cell type	synthesis	final
and2b_2	4	4
clkdlybuf4s50_1	0	35
dfxtp_2	0	13
bufinv_16	0	1
clkdlybuf4s15_1	0	11
buf_12	0	2
clkbuf_2	0	21
clkbuf_8	0	5
nor2b_1	30	30
dfxtp_1	34	21
buf_2	0	2
clkinv_2	0	2
buf_4	34	2
[cells in the mapped netlist, drive strengths merged]
| master | number | area share |
|---|---|---|
| and2b | 4 | 0.029 |
| nor2b | 30 | 0.16 |
| buf | 37 | 0.24 |
| dfxtp | 34 | 0.57 |
[repair_timing]
action | 4_1_cts | 5_1_grt
hold endpoints to repair | 0 | 0
gates resized | 74 | 32
setup endpoints to repair | 34 | 22
[layout make-up]
cell class | count | share of cell area
clock inverters | 3 | 0.0228
clock buffers | 5 | 0.0392
multi-input cells | 34 | 0.127
well taps | 77 | 0.0549
repair buffers | 73 | 0.359
flip-flops and latches | 34 | 0.397
[stage by stage]
stage	hold slack [ps]	setup slack (ps)	setup TNS (ps)	cells
after CTS	452	0.801	0	226
after floorplan	328	420	0	105
after detailed placement	760	-147	-3800	218
final	455	35.7	0	226
after global placement	759	-141	-3740	218
after global routing	443	0.0188	0	226
[report_power, final]
part	internal (mW)	switching [mW]	total, mW
combinational	0.231	0.0637	0.294
sequential	1.43	0.0159	1.45
clock	0.733	0.493	1.23
total	2.40	0.573	2.97
Power is estimated from default activity; no workload was simulated.
